$ cat flow/run.sh
#!/bin/bash
# OpenROAD 26Q1-2900-gdf79404cd8, Yosys 0.63+post, stock flow scripts
make -C /OpenROAD-flow-scripts/flow DESIGN_CONFIG=/design/flow/config.mk WORK_HOME=/design/flow/orfs finish
$ cat flow/config.mk
export PLATFORM = sky130hd
export DESIGN_NAME = inversion
export DESIGN_NICKNAME = inversion
export VERILOG_FILES = /design/flow/design.v
export SDC_FILE = /design/flow/constraint.sdc
export NUM_CORES = 4
export LEC_CHECK = 1
export CORE_AREA = 10 10 93 93
export DIE_AREA = 0 0 103 103
$ cat flow/constraint.sdc
current_design inversion

set clk_period 1.6
set clk_io_pct 0.2

create_clock -name clk0 -period $clk_period [get_ports {aclk}]

set non_clock_inputs [all_inputs -no_clocks]
set_input_delay [expr $clk_period * $clk_io_pct] -clock clk0 $non_clock_inputs
set_output_delay [expr $clk_period * $clk_io_pct] -clock clk0 [all_outputs]
$ cat flow/design.v
`timescale 1ns / 1ps
module inversion #(
    parameter DATA_WIDTH = 24
)(
    input  wire                   aclk,
    input  wire                   aresetn,
    input  wire [DATA_WIDTH-1:0]  s_axis_tdata,
    input  wire                   s_axis_tvalid,
    output wire                   s_axis_tready,
    input  wire                   s_axis_tlast,
    input  wire                   s_axis_tuser,
    output reg  [DATA_WIDTH-1:0]  m_axis_tdata,
    output reg                    m_axis_tvalid,
    input  wire                   m_axis_tready,
    output reg                    m_axis_tlast,
    output reg                    m_axis_tuser
);
    assign s_axis_tready = m_axis_tready;
    always @(posedge aclk) begin
        if (!aresetn) begin
            m_axis_tvalid <= 1'b0;
            m_axis_tdata  <= {DATA_WIDTH{1'b0}};
            m_axis_tlast  <= 1'b0;
            m_axis_tuser  <= 1'b0;
        end else begin
            if (s_axis_tvalid && s_axis_tready) begin
                m_axis_tdata <= {
                    ~s_axis_tdata[23:16],
                    ~s_axis_tdata[15: 8],
                    ~s_axis_tdata[ 7: 0]
                };
                m_axis_tlast  <= s_axis_tlast;
                m_axis_tuser  <= s_axis_tuser;
                m_axis_tvalid <= 1'b1;
            end
            else if (m_axis_tvalid && m_axis_tready) begin
                m_axis_tvalid <= 1'b0;
            end
        end
    end
endmodule
==> results.txt <==
run results: status finished clean, TNS Setup 0 ns, gr ovfl total 0, CTS Buf Count 3, tool warnings 25, MaxCap Viol Count 0, via/cell ratio 4.185, total iterations of the first detailed-routing run 4, initial antenna violation count 0, startpoint types flip-flop, core area 6756 um2, layout cells sized above 1 0.08497, Worst-Margin Slew 0.1520 ns, yosys synthesis chip area 1042 um2, final wirelength between 3000 and 4000 um, Async SR Flop Fraction 0, Crit Path Class flip-flop to primary output, RePlAce Congestion ~0.67, via count 975, first-pass GRT wire length around 5300 um, Worst R2R Start m_axis_tvalid, Synth Seq Share 0.5186, crit path max-delay cell type clkdlybuf4s50_1, Int Power ~1.1 mW, I/O pins 58, worst vdd ir between 0.0003 and 0.0004 V, hold endpoint m_axis_tlast, CP bufs+invs 1, Syn. warnings 1, filler cell count 728, worst-path cell chain clkdlybuf4s50_1, vias in the first global route 1009, Main synth FF type dfxtp_1, RSZ-0062 raised after global routing false, maximum clock rate 689.0 MHz, drt drc 0, Final Slew Violations 0, hold_sp m_axis_tlast, htree depth 1, crit share post-route 0.9071, register area ~540 um2, clock share of power 0.296, synthesized instance count roughly 97, worst-case clock buffer depth 2, crit path capture type primary output, crit path max fanout 2, Unique masters post-synth 13, WL/cell 14.66 um, endpoints failing hold 0, post-route ant nets 0, die width about 100 um, Initial DRC Count 55, setup slack, reg-to-reg 0.89 ns, register share of total power 0.511, Hold Buf Count CTS 0, P_sw around 350 uW, pin count of the biggest net entering global routing 30, Comb power frac 0.193, CP peak stage delay 0.49 ns, Synth flops 27, antenna cells 0, critical path's top delay family buffers and inverters, Mapped Area about 1000 um2, Final Power 1.440 mW, CTS clk-pin slew, worst paths 0.11 ns, hold depth 2, clk sinks 27, Worst R2R End m_axis_tvalid, clock latency (worst-skew pair) 0.28 ns, CTS tree built, die height 103 um, Worst Reg2Reg Path Length in Cells 2, CP Data Required Time 1.28 ns, top cells, area dfxtp_1 (52%), o211a_1 (23%), nand3_1 (12%), PwrDens 806.1 nW/um2, top post-synthesis cells by count dfxtp_1 (27), nand3_1 (24), o211a_1 (24), Final setup viols 0, clk_skew 0 ns, leakage 0.8734 nW, count of library flops with an enable pin 0, Rel. slew slack 0.8983, Synth area leader dfxtp_1, Avg Inst Size Synth roughly 11 um2, synthesis-to-layout area growth 71.43%, logic area 412.9 um2, fin crit period 1.451 ns, CP arrival 1.13 ns, ys cells 97, FP Rows 30, Die Area between 10000 and 15000 um2, Worst Hold Class flip-flop to flip-flop, hpwl dp 2424 um, CTS Root Cell clkbuf_8, count leader, synth dfxtp_1, fp util 0.1543, switching share of power 0.2407, postcts setup bufs 0, port bufs around 57, Top-area cell share 0.5186, Global Route Usage Sum 0.06373
==> cells by family (layout without fill, tap and decap cells) <==
kind of cell | Yosys count | in the layout | share of synthesized area
AND/OR/NAND/NOR | 30 | 30 | 0.1489
AND-OR/OR-AND | 27 | 27 | 0.2473
flip-flops | 27 | 27 | 0.5186
buffers and inverters | 13 | 69 | 0.08523
==> cells in the final DEF, fill, tap and decap left out <==
cell type and count:
and2_4 1, buf_12 4, buf_4 4, clkbuf_8 3
clkdlybuf4s50_1 56, dfxtp_1 27, dlymetal6s2s_1 1, inv_6 1
nand2_1 2, nand3_1 24, nand4_1 2, nor2b_1 1
o211a_1 24, o21a_1 1, o21ai_0 2
==> per-layer routing <==
metal,GRT usage,part of all wire,vias to the layer above
li1,-,-,470
met1,0.07628,0.40,461
met2,0.1004,0.45,42
met3,0.03995,0.14,2
met4,0.002139,0.0026,0
met5,0,0,-
==> power by group through the flow <==
stage | sequential, mW | clock [mW] | combinational [mW]
CTS | 0.737 | 0.461 | 0.286
global route | 0.742 | 0.484 | 0.303
finish | 0.737 | 0.426 | 0.277
==> registers in the layout (all words and copies together), names as in the netlist <==
register and count:
m_axis_tvalid 1, m_axis_tdata 24, m_axis_tuser 1, m_axis_tlast 1
==> worst max path at each step <==
stage | depth (start not counted) | slack [ns] | startpoint | to
final | 1 | 0.15 | m_axis_tdata[7] | m_axis_tdata[7]
after global routing | 1 | 0.08 | m_axis_tdata[9] | m_axis_tdata[9]
after CTS | 2 | 0.006 | m_axis_tready | s_axis_tready
==> what timing repair did <==
action                                  CTS  global route
endpoints found under the hold margin     0             0
resized                                   0             1
endpoints found under the setup margin    0             1
==> cell type report <==
| class | instances | share of cell area |
|---|---|---|
| repair buffers | 65 | 0.3824 |
| flip-flops and latches | 27 | 0.3025 |
| multi-input cells | 57 | 0.2311 |
| well taps | 80 | 0.05602 |
| clock buffers | 3 | 0.02311 |
| clock inverters | 1 | 0.004902 |
==> through the flow <==
stage | util | setup WS [ns] | hold WS, ns | area (um2) | cells
floorplan | - | 0.4593 | 0.4214 | 1042 | 97
global placement | 0.2567 | 0.01380 | 0.4474 | 1734 | 229
detailed placement | 0.2567 | 0.01191 | 0.4610 | 1734 | 229
CTS | 0.2641 | 0.006338 | 0.4762 | 1784 | 233
global route | 0.2644 | 0.08113 | 0.5095 | 1787 | 233
finish | 0.2644 | 0.1486 | 0.4667 | 1787 | 233
==> worst register-to-register path: stages, from the launching register on <==
cell,delay [ns]
dfxtp_1,0.33
nor2b_1,0.13
o21a_1,0.16
No activity file was given, so power comes from the tool's default toggle rates.
